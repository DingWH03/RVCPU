==> ./design.v <==
`timescale 1ns / 1ns
module system_bus(
    input               clk,
    input       [63:0]  addr,           
    input       [63:0]  data_in,        
    input       [2:0]   rd_ctrl,        
    input       [2:0]   wr_ctrl,        
    output  reg [63:0]  data_out,       
    output  reg         valid,           
    output [63:0] gpio_addr,
    output [63:0] gpio_data_in,
    input [63:0] gpio_dout,
    output [2:0] gpio_wr_ctrl,
    output [2:0] gpio_rd_ctrl,
    output [63:0] uart_addr,
    output [31:0] uart_write_data,
    input [31:0] uart_read_data,
    output uart_wen
);
wire is_gpio = (addr >= 64'h40000000) && (addr < 64'h40000010);   
wire is_uart = (addr >= 64'h50000000) && (addr < 64'h50000010);   
assign gpio_addr = addr;
assign gpio_data_in = data_in;
assign gpio_wr_ctrl = wr_ctrl;
assign uart_addr = addr;
assign uart_write_data = data_in[31:0];   
assign uart_wen = (wr_ctrl != 3'b000) && is_uart;
always @(*) begin
    if (is_gpio) begin
        data_out = {32'b0, gpio_dout};  
        valid = 1'b1;  
    end else if (is_uart) begin
        data_out = {32'b0, uart_read_data};  
        valid = 1'b1;  
    end else begin
        data_out = 64'b0;
        valid = 1'b0;  
    end
end
endmodule
==> ./run.sh <==
#!/bin/bash
# OpenROAD 26Q1-2900-gdf79404cd8, Yosys 0.63+post, stock flow scripts
make -C /OpenROAD-flow-scripts/flow DESIGN_CONFIG=/design/flow/config.mk WORK_HOME=/design/flow/orfs finish
==> ./config.mk <==
export PLATFORM = sky130hd
export DESIGN_NAME = system_bus
export DESIGN_NICKNAME = system_bus
export VERILOG_FILES = /design/flow/design.v
export SDC_FILE = /design/flow/constraint.sdc
export NUM_CORES = 4
export LEC_CHECK = 1
export CORE_AREA = 10 10 208 208
export DIE_AREA = 0 0 218 218
==> ./constraint.sdc <==
current_design system_bus

set clk_period 4.1
set clk_io_pct 0.2

create_clock -name clk0 -period $clk_period

set non_clock_inputs [all_inputs -no_clocks]
set_input_delay [expr $clk_period * $clk_io_pct] -clock clk0 $non_clock_inputs
set_output_delay [expr $clk_period * $clk_io_pct] -clock clk0 [all_outputs]
==> deck_impl_summary.md <==
Run Summary

Outcome
  • Status: complete, but fails checks
  • Failing checks: negative setup slack

Floorplanning
  • # rows: 72
  • Core Region: ~0.039 sq mm
  • # IOs: 527
  • Die width: 218 microns
  • Initial Utilization: between 6 and 7%
  • Die area: 0.0475 sq mm
  • Die span in y: 218 microns

STA
  • Final Hold Viols: 0
  • Min Tclk post-route: 4140 ps
  • Final setup violation count: 8
  • Fin worst setup slack: -39.6 ps
  • Crit share post-route: 101%
  • Fmax: 0.242 GHz
  • Pins over their slew limit: 0
  • Slew of the pin with the lowest slew margin: 692 ps
  • RSZ-0062 raised after global routing: yes
  • Slew headroom: 53.9%

Min path
  • Hold WC Path Type: input port to output pin
  • Hold Path Origin: data_in[17]

Yosys
  • Yosys cell count: 364
  • Avg Cell Area, Syn: 7.31 sq um
  • Synth Instances: approximately 360
  • Yosys chip area: about 0.0027 sq mm
  • Most numerous cell in the Yosys netlist: buf_4
  • Yosys cell types: 18
  • Top-area cell share: 64.9%
  • Leading area contributor after synthesis: buf_4
  • Cell area leaders: buf_4, mux2i_1, nor3b_1
  • Most frequent cells after synthesis: buf_4, nor2_1, mux2i_1, nor3b_1, nor4_1
  • Synth Warn #: 4
  • Mapped Area: 0.00266 sq mm
  • Seq/Total Area, Yosys: 0%

Detailed routing
  • Routed WL: 16.7 mm
  • Via count: 2918
  • Post-route DRC: 0
  • Antenna viol nets, final: 0
  • ANT cells: 0
  • WL/cell: between 15 and 20 microns
  • Initial DRC count: 59
  • Vias per cell: 2.75
  • Pre-antenna DRT Iters: 4

Pwr
  • PwrDens: 62.0 mW/mm^2
  • Peak VDD IR: 0.0239 mV
  • Static leakage: between 2 and 3 nW

GRT
  • Vias in the first global route: around 3200
  • Grt total ovfl: 0
  • Antenna violations before repair: 0
  • GRT Util Overall: 6.07%
  • Pin count of the biggest net entering global routing: 42
  • First-pass GRT wire length: 21.7 mm

Cells and area
  • Final instance area: 0.00598 sq mm
  • Register area: 0 sq um
  • Flop count: 0
  • Logic area: 0.00112 sq mm
  • Clock buffer count: 0
  • Non-Filler Instances: approximately 1100
  • Layout filler cell count: 4292
  • Share of cells above drive strength 1: 24.7%
  • Core Util, Final: 15.4%
  • Synth-to-Final Area Change: 125%

Setup path
  • CP max-delay cell: or4_4
  • Most used cell, CP: clkdlybuf4s50_1
  • CP max FO: 17
  • CP startpoint kind: input port
  • Cells along the critical path: clkdlybuf4s50_1, nor4_1, nand4_1, or4_4, buf_16, nor3b_1, clkdlybuf4s50_1
  • Required time of the critical path: between 3000 and 4000 ps
  • Crit path kind: input port to output pin
  • Worst stage delay on the critical path: between 500 and 600 ps
  • Crit path DAT: 3320 ps
  • Crit path launch: addr[34]
  • CP Capture Type: output pin

Placement
  • Placed Cells: between 1000 and 1500
  • Placed instance area: between 0.005 and 0.006 sq mm
  • RePlAce Congestion: 0.802
  • Port buffer count: 348
  • DP HPWL: roughly 13 mm
  • DP Worst Slack: -230 ps

Flow run
  • Max Cap Violations: 0
  • Log Warnings: 38

Clock network
  • CTS Hold Bufs: 0
==> stage by stage <==
step                total power, mW  setup TNS (ps)  hold WS (ps)
floorplan                     0.173               0          1710
global placement              0.374           -9880          1640
detailed placement            0.373           -8670          1640
CTS                           0.371            -126          1640
global route                  0.398           -4730          1640
finish                        0.371            -124          1640
==> worst max-delay path, delay by kind of cell <==
family / cells / cell delay [ps]
buf+inv: 3 / 1170
simple gates: 4 / 1290
==> routing by layer <==
layer | vias to the layer above | global-route usage, % | routed length (microns)
met5 | - | 0 | 0
met4 | 0 | 1.25 | 367
met3 | 26 | 3.86 | 2630
met2 | 309 | 9.79 | 7580
met1 | 1264 | 6.62 | 6160
li1 | 1319 | - | -
==> placed cells by master, fill, tap and decap left out <==
cell,netlist,final
o31ai_1,1,1
buf_4,230,62
nand4_1,3,3
dlymetal6s2s_1,0,33
nor3b_2,6,24
or4_4,1,1
clkbuf_16,0,1
clkdlybuf4s15_1,0,5
nor3_2,0,1
conb_1,1,3
nor3b_4,0,1
nor2_2,0,11
dlygate4sd2_1,0,44
clkdlybuf4s50_1,0,260
clkbuf_2,0,5
nor4_2,0,12
nor3b_1,26,7
nor4_1,13,1
nor4b_4,0,1
nand3_1,1,1
buf_6,2,1
nor2_1,33,17
nor2_4,0,5
mux2i_1,32,32
buf_16,0,6
buf_12,0,3
inv_1,1,1
==> report_power, final <==
| part | internal, mW | switching (mW) |
|---|---|---|
| clock network | 0 | 0 |
| registers | 0 | 0 |
| logic | 0.273 | 0.0982 |
| total | 0.273 | 0.0982 |
==> cell families after synthesis <==
family	synth area share (%)
AOI/OAI and AO/OA	0.282
buffers and inverters	67.8
other	0.141
and+or+nand+nor	19.7
muxes	12.0
==> cell type report <==
cell class                 count  share of cell area [%]
multi-input combinational    121                    18.8
tap                          518                    10.8
inverter                       1                  0.0628
timing repair buffer         420                    70.3
==> what timing repair did <==
item / CTS / global route
pin swaps: 12 / 16
setup endpoints to repair: 66 / 43
buffers inserted: 3 / 9
cloned: 5 / 1
gates resized: 87 / 78
==> path summary, 6_finish.rpt <==
kind	end	slack, ps	cells after the start
min	gpio_data_in[17]	1640	0
max	data_out[37]	-40	7
Power figures rest on the tool's default switching activity, not on a simulated workload.
