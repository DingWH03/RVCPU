[design.v]
`timescale 1ns / 1ns
module gpio(
    input               clk,
    input               rst,
    input   [63:0]      addr,         
    input   [2:0]       rd_ctrl,      
    input   [2:0]       wr_ctrl,      
    input   [63:0]      data_in,      
    output reg [63:0]   data_out,     
    output reg          valid         
);
reg [63:0] gpio_data;  
always @(*) begin
    valid = 1'b0;
    data_out = 64'b0;
    if (rd_ctrl != 3'b000) begin
        valid = 1'b1;   
        case (rd_ctrl)
            3'b001: data_out = {{56{1'b0}}, gpio_data[7:0]};     
            3'b011: data_out = {{48{1'b0}}, gpio_data[15:0]};    
            3'b101: data_out = gpio_data;                        
            default: data_out = 64'b0;
        endcase
    end
end
always @(posedge clk or posedge rst) begin
    if (rst) begin
        gpio_data <= 64'b0;
    end else if (wr_ctrl != 3'b000) begin
        case (wr_ctrl)
            3'b001: begin  
                case (addr[2:0])
                    3'b000: gpio_data[7:0]   <= data_in[7:0];
                    3'b001: gpio_data[15:8]  <= data_in[7:0];
                    3'b010: gpio_data[23:16] <= data_in[7:0];
                    3'b011: gpio_data[31:24] <= data_in[7:0];
                    3'b100: gpio_data[39:32] <= data_in[7:0];
                    3'b101: gpio_data[47:40] <= data_in[7:0];
                    3'b110: gpio_data[55:48] <= data_in[7:0];
                    3'b111: gpio_data[63:56] <= data_in[7:0];
                endcase
            end
            3'b011: gpio_data[31:0] <= data_in[31:0];   
            3'b100: gpio_data <= data_in;               
        endcase
    end
end
endmodule
[run.sh]
#!/bin/bash
# OpenROAD 26Q1-2900-gdf79404cd8, Yosys 0.63+post, stock flow scripts
make -C /OpenROAD-flow-scripts/flow DESIGN_CONFIG=/design/flow/config.mk WORK_HOME=/design/flow/orfs finish
[config.mk]
export PLATFORM = sky130hd
export DESIGN_NAME = gpio
export DESIGN_NICKNAME = gpio
export VERILOG_FILES = /design/flow/design.v
export SDC_FILE = /design/flow/constraint.sdc
export NUM_CORES = 4
export LEC_CHECK = 1
export CORE_UTILIZATION = 40
[constraint.sdc]
current_design gpio

set clk_period 3.7
set clk_io_pct 0.2

create_clock -name clk0 -period $clk_period [get_ports {clk}]

set non_clock_inputs [all_inputs -no_clocks]
set_input_delay [expr $clk_period * $clk_io_pct] -clock clk0 $non_clock_inputs
set_output_delay [expr $clk_period * $clk_io_pct] -clock clk0 [all_outputs]
==> flow_summary.toml <==
# synthesis and place-and-route metrics
[route]
vias = 3174
wl_per_cell_um = 18.85
route.antenna.diode_count = 0
dr.first_iter.drc_count = 161
drc = 0
totalWireLength_mm = 10.92
via_per_inst = 5.482
antenna_violating_nets_post_route = 0
first_pass_iters = 4

[layout]
finish.utilization_pct = 58.99
areaGrowthSynthToFinish_pct = 43.29
highest_count_logic_cell_in_the_final_layout = "sky130_fd_sc_hd__clkdlybuf4s50_1"
drive_above_1_share_pct = 22.22
max_ffs_per_register = 64
largest_registers = "gpio_data x64"
final_cell_mix = "sky130_fd_sc_hd__clkdlybuf4s50_1, sky130_fd_sc_hd__mux2_2, sky130_fd_sc_hd__dfrtp_1, sky130_fd_sc_hd__and2_1"
top_register = "gpio_data"

[sta]
finalHoldViolations = 0
post-route-min-period_ps = 3295
report.final.slew_viol_count = 0
max_freq_mhz = 303.5
min_period_over_period_pct = 89.05
actual_transition_at_the_worst_max_transition_pin_ps = 772.0
grt_setup_unrepaired = "no"
fin_worst_skew_ps = 0
timing.slew.headroom_pct = 48.47
finalSetupViolCount = 0
total_negative_setup_slack_ps = 0

[global_routing]
grt.busiest_layer = "met2"
number_of_antenna_violations_at_the_first_check_in_global_routing = 0
groute.usage.overall_pct = 23.72
grt_pass1_vias = 3158
met3_capacity_usage_during_global_routing_pct = 7.219
largest_net_degree_at_the_start_of_global_routing = 62
grt.met2_usage_pct = 37.02
gr-total-overflow = 0
global_routing_usage_on_met1_pct = 34.89
grt_first_pass_wirelength_mm = 17.42

[power_and_ir_drop]
pwr-share-clk_pct = 27.4
p_sw_share_pct = 26.49
powerDensity_nw_per_um2 = 354.3
net_switching_uw = 509.2
p_int_uw = 1413
power.share.combinational_pct = 25.4
relative_contribution_of_sequential_cells_to_total_power_pct = 47.2
total_power_uw = 1922
worst_ir_drop_vdd_v = 0.0001465
total_leakage_power_uw = 0.002127

[place]
place_hpwl_mm = 7.389
finalWeightedCongestion = 0.7970
buffer_ports.inserted = 139

[run]
warnings = 87
maxCapViolations = 0

[logic_synthesis]
syn_area_sq_um = 3786
yosysChipArea_sq_um = 3786
seq_area_frac_synth_pct = 42.30
syn_area_per_cell_sq_um = 11.27
synth_flop_count = 64
syn_inst = 336
yosys-stat-cells = 336
post_synth_num_cell_types = 30
yosys_warnings = 1

[worst_setup_path]
worstSetupPathType = "input port to primary output"
required_ps = 2960
worstPathArrival_ps = 2550
reg2reg_setup_slack_ps = 2710
timing.critical_path.from_type = "input port"
worstPathMaxFanout = 48
critPathCaptureType = "primary output"

[floorplanning]
die.size.y_um = 99.29
ios = 201
rows = 35
core_util_floorplan_pct = 41.17
die_w_um = 99.29
die-area_sq_um = 9859
placeableCoreArea_sq_um = 9196

[clock_network]
clock_sink_count = 64
cts_inserted_buffers = 9
cts_h_tree_lvls = 3
tritoncts = "built"
post_cts.resized_instances = 0
cts_setup_buffers = 0
path_clk_slew_ps = 70
cts.path.max_buffers = 2
clock_insertion_delay_worst_skew_ps = 340
cts_hold_buf = 0
clk_root_buffer_cell = "sky130_fd_sc_hd__clkbuf_8"

[hold_path]
worst_hold_path_type = "register to register"

[run_status]
outcome = "finished clean"
-- cell type report --
cell class	instances	area, sq um
clock buffer	12	145.1
multi-input combinational	238	2023
tap	111	138.9
sequential	64	1602
fill	768	3771
clock inverter	4	20.02
timing repair buffer	146	1481
inverter	4	15.01
-- cells in the mapped netlist (all sizes together) --
library cell | n | area share, %
a2111oi | 24 | 5.6
a211o | 3 | 0.69
a21boi | 1 | 0.20
a31oi | 24 | 4.0
and2 | 56 | 9.3
and3 | 8 | 1.3
and3b | 2 | 0.46
and4b | 1 | 0.26
and4bb | 2 | 0.66
buf | 8 | 1.8
clkbuf | 22 | 2.2
dfrtp | 64 | 42
inv | 4 | 0.40
mux2 | 72 | 22
nand2b | 1 | 0.17
nand3 | 8 | 1.1
nand3b | 2 | 0.50
nor3b | 1 | 0.20
o21ai | 24 | 3.2
o311ai | 1 | 0.69
o31ai | 1 | 0.56
o41ai | 3 | 2.2
or2 | 1 | 0.17
or3 | 1 | 0.17
or3b | 1 | 0.23
xor2 | 1 | 0.23
-- logic make-up after synthesis --
logic type,share of synthesized area (%)
AND/OR/NAND/NOR,14.44
AND-OR/OR-AND,17.02
multiplexers,21.61
flip-flops,42.30
buffers and inverters,4.395
XOR/XNOR,0.2314
-- worst paths after layout --
check	start	depth (start not counted)	to
max	rd_ctrl[0]	5	data_out[63]
min	gpio_data[52]	1	gpio_data[52]
max reg2reg	gpio_data[21]	2	gpio_data[21]
min reg2reg	gpio_data[52]	1	gpio_data[52]
max in group asynchronous	rst	3	gpio_data[59]
min in group asynchronous	rst	2	gpio_data[0]
-- stage by stage --
step	instances	hold WS (ps)	setup slack, ps	area (sq um)
2_1_floorplan	336	472.0	1362	3786
3_3_place_gp	563	480.2	416.6	5260
3_5_place_dp	563	486.1	397.3	5260
4_1_cts	579	503.3	392.5	5425
5_1_grt	579	514.0	289.8	5425
6_report	579	498.8	405.2	5425
-- power by group through the flow --
| stage | sequential [uW] | combinational [uW] | clock (uW) |
|---|---|---|---|
| 4_1_cts | 908 | 495 | 540 |
| 6_report | 907 | 489 | 526 |
| 5_1_grt | 929 | 536 | 575 |
-- critical path, cell delays in order --
cell and delay (ps):
sky130_fd_sc_hd__clkdlybuf4s50_1 650, sky130_fd_sc_hd__and3b_1 260, sky130_fd_sc_hd__buf_12 210, sky130_fd_sc_hd__and2_1 160
sky130_fd_sc_hd__clkdlybuf4s50_1 490
-- routing by layer --
| layer | vias to the layer above | part of all wire, % |
|---|---|---|
| met5 | - | 0 |
| met4 | 0 | 1.3 |
| met3 | 12 | 8.0 |
| met2 | 118 | 47 |
| met1 | 1525 | 44 |
| li1 | 1519 | - |
Power figures rest on the tool's default switching activity, not on a simulated workload.
