===== config.mk =====
export PLATFORM = sky130hd
export DESIGN_NAME = forwarding
export DESIGN_NICKNAME = forwarding
export VERILOG_FILES = /design/flow/design.v
export SDC_FILE = /design/flow/constraint.sdc
export NUM_CORES = 4
export LEC_CHECK = 1
export CORE_AREA = 10 10 273 273
export DIE_AREA = 0 0 283 283

===== constraint.sdc =====
current_design forwarding

set clk_period 24.8
set clk_io_pct 0.2

create_clock -name clk0 -period $clk_period

set non_clock_inputs [all_inputs -no_clocks]
set_input_delay [expr $clk_period * $clk_io_pct] -clock clk0 $non_clock_inputs
set_output_delay [expr $clk_period * $clk_io_pct] -clock clk0 [all_outputs]

===== design.v =====
module forwarding (
    input logic [4:0] rs1_IDC,  
    input logic [4:0] rs2_IDC,  
    input logic [4:0] rd_IDR,  
    input logic rf_wr_en_IDR,   
    input logic [4:0] rd_EXB,  
    input logic rf_wr_en_EXB,   
    input logic [4:0] rd_EXA,  
    input logic [1:0] rf_wr_sel_EXA,   
    input logic [63:0] alu_result_EXA,  
    input logic [4:0] rd_EXC,  
    input logic [1:0] rf_wr_sel_EXC,   
    input logic [63:0] alu_result_EXC,  
    input logic [63:0] pc_MEMP,  
    input logic [4:0] rd_MEMP,  
    input logic [1:0] rf_wr_sel_MEMP,  
    input logic [63:0] alu_result_MEMP,  
    input logic [63:0] pc_MEMR,  
    input logic [4:0] rd_MEMR,  
    input logic [1:0] rf_wr_sel_MEMR,  
    input logic [63:0] mem_data_MEMR,  
    input logic [63:0] alu_result_MEMR,  
    input logic [4:0] rd_WB,  
    input logic reg_write_WB,  
    input logic [63:0] write_data_WB,  
    output logic no_forwarding_data,   
    output logic [63:0] forward_rs1_data,  
    output logic [63:0] forward_rs2_data,  
    output logic forward_rs1_sel,  
    output logic forward_rs2_sel   
);
    logic no_forwarding_data1;
    logic no_forwarding_data2;
    assign no_forwarding_data = no_forwarding_data1 | no_forwarding_data2;
    logic [63:0] pc_plus4_MEMP;
    assign pc_plus4_MEMP = pc_MEMP + 4;
    logic [63:0] pc_plus4_MEMR;
    logic [63:0] write_data_MEMR;
    assign pc_plus4_MEMR = pc_MEMR + 4;
    always @(*)
    begin
    case(rf_wr_sel_MEMR)
        2'b00:  write_data_MEMR = 64'h0;
        2'b01:  write_data_MEMR = pc_plus4_MEMR;
        2'b10:  write_data_MEMR = alu_result_MEMR;
        2'b11:  write_data_MEMR = mem_data_MEMR;
    default:write_data_MEMR = 64'h0;
    endcase
    end
    always_comb begin
        if (rf_wr_en_IDR && (rd_IDR != 5'b0) && (rs1_IDC == rd_IDR)) begin
            forward_rs1_data = 0;  
            no_forwarding_data1 = 1;
            forward_rs1_sel = 1'b1;
        end else if (rf_wr_en_EXB && (rd_EXB != 5'b0) && (rs1_IDC == rd_EXB)) begin
            forward_rs1_data = 0;  
            no_forwarding_data1 = 1;
            forward_rs1_sel = 1'b1;
        end else if (rf_wr_sel_EXA && (rd_EXA != 5'b0) && (rs1_IDC == rd_EXA)) begin
            if (rf_wr_sel_EXA == 2'b10) begin
                forward_rs1_data = alu_result_EXA;  
                no_forwarding_data1 = 0;
                forward_rs1_sel = 1'b1;
            end
            else begin
                forward_rs1_data = 0;  
                no_forwarding_data1 = 1;
                forward_rs1_sel = 1'b1;
            end
        end else if (rf_wr_sel_EXC && (rd_EXC != 5'b0) && (rs1_IDC == rd_EXC)) begin
            if (rf_wr_sel_EXC == 2'b10) begin
                forward_rs1_data = alu_result_EXC;  
                no_forwarding_data1 = 0;
                forward_rs1_sel = 1'b1;
            end
            else begin
                forward_rs1_data = 0;  
                no_forwarding_data1 = 1;
                forward_rs1_sel = 1'b1;
            end
        end else if (rf_wr_sel_MEMP && (rd_MEMP != 5'b0) && (rs1_IDC == rd_MEMP)) begin
            if (rf_wr_sel_MEMP == 2'b10) begin
                forward_rs1_data = alu_result_MEMP;  
                no_forwarding_data1 = 0;
                forward_rs1_sel = 1'b1;
            end else if(rf_wr_sel_MEMP == 2'b01) begin
                forward_rs1_data = pc_plus4_MEMP;  
                no_forwarding_data1 = 0;
                forward_rs1_sel = 1'b1;
            end else begin
                forward_rs1_data = 0;  
                no_forwarding_data1 = 1;
                forward_rs1_sel = 1'b1;
            end
        end else if (rf_wr_sel_MEMR && (rd_MEMR != 5'b0) && (rs1_IDC == rd_MEMR)) begin
            forward_rs1_data = write_data_MEMR;  
            no_forwarding_data1 = 0;
            forward_rs1_sel = 1'b1;
        end else if (reg_write_WB && (rd_WB != 5'b0) && (rs1_IDC == rd_WB)) begin
            forward_rs1_data = write_data_WB;  
            no_forwarding_data1 = 0;
            forward_rs1_sel = 1'b1;
        end else begin
            forward_rs1_data = 64'b0;  
            no_forwarding_data1 = 0;
            forward_rs1_sel = 1'b0;   
        end
    end
    always_comb begin
        if (rf_wr_en_IDR && (rd_IDR != 5'b0) && (rs2_IDC == rd_IDR)) begin
            forward_rs2_data = 0;  
            no_forwarding_data2 = 1;
            forward_rs2_sel = 1'b1;
        end else if (rf_wr_en_EXB && (rd_EXB != 5'b0) && (rs2_IDC == rd_EXB)) begin
            forward_rs2_data = 0;  
            no_forwarding_data2 = 1;
            forward_rs2_sel = 1'b1;
        end else if (rf_wr_sel_EXA && (rd_EXA != 5'b0) && (rs2_IDC == rd_EXA)) begin
            if (rf_wr_sel_EXA == 2'b10) begin
                forward_rs2_data = alu_result_EXA;  
                no_forwarding_data2 = 0;
                forward_rs2_sel = 1'b1;
            end
            else begin
                forward_rs2_data = 0;  
                no_forwarding_data2 = 1;
                forward_rs2_sel = 1'b1;
            end
        end else if (rf_wr_sel_EXC && (rd_EXC != 5'b0) && (rs2_IDC == rd_EXC)) begin
            if (rf_wr_sel_EXC == 2'b10) begin
                forward_rs2_data = alu_result_EXC;  
                no_forwarding_data2 = 0;
                forward_rs2_sel = 1'b1;
            end
            else begin
                forward_rs2_data = 0;  
                no_forwarding_data2 = 1;
                forward_rs2_sel = 1'b1;
            end
        end else if (rf_wr_sel_MEMP && (rd_MEMP != 5'b0) && (rs2_IDC == rd_MEMP)) begin
            if (rf_wr_sel_MEMP == 2'b10) begin
                forward_rs2_data = alu_result_MEMP;  
                no_forwarding_data2 = 0;
                forward_rs2_sel = 1'b1;
            end else if(rf_wr_sel_MEMP == 2'b01) begin
                forward_rs2_data = pc_plus4_MEMP;  
                no_forwarding_data2 = 0;
                forward_rs2_sel = 1'b1;
            end else begin
                forward_rs2_data = 0;  
                no_forwarding_data2 = 1;
                forward_rs2_sel = 1'b1;
            end
        end else if (rf_wr_sel_MEMR && (rd_MEMR != 5'b0) && (rs2_IDC == rd_MEMR)) begin
            forward_rs2_data = write_data_MEMR;  
            no_forwarding_data2 = 0;
            forward_rs2_sel = 1'b1;
        end else if (reg_write_WB && (rd_WB != 5'b0) && (rs2_IDC == rd_WB)) begin
            forward_rs2_data = write_data_WB;  
            no_forwarding_data2 = 0;
            forward_rs2_sel = 1'b1;
        end else begin
            forward_rs2_data = 64'b0;  
            no_forwarding_data2 = 0;
            forward_rs2_sel = 1'b0;   
        end
    end
endmodule

===== run.sh =====
#!/bin/bash
# OpenROAD 26Q1-2900-gdf79404cd8, Yosys 0.63+post, stock flow scripts
make -C /OpenROAD-flow-scripts/flow DESIGN_CONFIG=/design/flow/config.mk WORK_HOME=/design/flow/orfs finish

==> Changelog: implementation <==
### Physical design

- Run status: finished clean
- Post-Layout Cell Count: between 3k and 4k
- CLK BUF: 0
- Area fraction in compound gates: 45.06%
- Final Setup Violations: 0
- Max-cap violation count: 0
- Core area: about 69,000 um2
- Via count: slightly above 20k
- Vias per cell: just under 6
- TNS Setup: 0 ns
- Drt drc: 0
- Die area: ~80,000 um2
- Critical Path Slowest Stage Cell: a221oi_1
- Critical path endpoint category: primary output
- Post-Syn Area: around 12,000 um2
- Met1 Usage GRT: a little under two fifths
- Mux share: 3.809%
- First-pass GRT wire length: between 150,000 and 200,000 um
- Die Wd: between 200 and 300 um
- PostCTS Resize Cnt: 0
- Adder share: 0.5410%
- Final Hold Viols: 0
- Seq. cell area: 0 um2
- GR Util met3: 13.58%
- Vias in the first global route: approximately 19k
- Peak VDD IR: about 6 uV
- Synth Area in XOR/XNOR: ~9.8%
- Slew of the pin with the lowest slew margin: 1.112 ns
- TritonRoute pass-1 iters: 6
- Ports: between 600 and 700
- Startpoint Class: input pin
- Synth cell types: 76
- Initial DRC Count: around 2.6k
- Met2 Usage GRT: ~46%
- Headroom to the max-slew limit: approximately 25%
- Worst path arrival time: around 9.6 ns
- Leakage power: between 0.006 and 0.007 uW
- Worst path max stage delay: 0.99 ns
- Die height: ~280 um
- PortBufs: 699
- Post-CTS setup buffers: 0
- Final HPWL DP: ~100,000 um
- Pre-Place Util: between 15 and 20%
- Final WL: around 120,000 um
- Area grow syn2layout: 70.43%
- Fin crit share: roughly three fifths
- Yosys stat area: between 10,000 and 15,000 um2
- Crit Path Class: in -> out
- Post-route ant nets: 0
- Crit-path max FO: 34
- Largest net degree at the start of global routing: roughly 55
- Final Max Slew Viols: 0
- Crit path cell chain: clkdlybuf4s50_1, xor2_1, nor4_1, or3b_2, buf_4, and2_2, buf_4, a221oi_1, o41ai_1, clkdlybuf4s50_1
- Mapped Cells: around 1.9k
- Tool warnings: 34
- Crit path DRT: just under 20 ns
- Avg Inst Size Synth: just over 6 um2
- Area fraction in and, or, nand and nor cells: 33.30%
- Sequential fraction of the synthesis area: 0%
- Power density over cell area: around 18 nW/um2
- FFs & Latches: 0
- Gpl congestion: about 1.0
- Share of layout cells above drive strength 1: between 6 and 7%
- Grt total ovfl: 0
- RSZ-0062 raised after global routing: false
- Tmin final: around 15 ns
- Dominant comb cell: AND-OR/OR-AND gates
- Yosys stat cell total: 1,903
- Warnings, synthesis: 1
- Post-CTS Hold Fix Bufs: 0
- Gr usage total: 29.76%
- Final core occ: between 20% and 30%
- Number of antenna violations at the first check in global routing: 34
- Worst Hold Class: in -> out
- DR WL/cell: between 30 and 40 um
- Inst Count DP: roughly 3.4k
- Num rows: 96
- Fmax: around 70 MHz
- Busiest grt layer: met2
final cells by class:
type	instances	area [um2]
timing repair buffer	785	7632
fill	7524	48880
inverter	16	60.06
antenna	14	35.03
tap	931	1165
multi-input combinational	1680	10820
per-layer routing:
layer  part of all wire [%]  up-vias  routed length (um)
li1                       -     8674                   -
met3                     14      233               16930
met5                   0.25        -                 310
met4                    2.4       48                3038
met1                     39     9629               49330
met2                     44     1526               55320
cells in the mapped netlist (17+ instances only):
master      n  share of area [%]
o32ai_1    20                1.5
xor2_1     57                4.3
o211ai_1   27                1.8
nand2_1   250                8.1
a221o_1    37                3.2
a22oi_1    34                2.2
nor4_1     41                2.2
and2_1     25                1.4
o22ai_1    40                2.2
clkbuf_1  177                5.7
mux2_2     24                2.3
nand3_1   111                4.8
and3_1     22                1.2
or3_1      23                1.2
a211oi_1   23                1.5
a221oi_1   74                5.6
o21ai_0   116                5.0
a31oi_1    41                2.2
or4_1      41                2.7
a21oi_1   158                6.8
mux2i_1    17                1.5
a211o_1    20                1.5
nand4_1    47                2.5
xnor2_1    73                5.5
nor2_1    109                3.5
nor3_1     35                1.5
through the flow:
stage / hold slack, ns / setup WS [ns] / power [uW] / area, um2
2_1_floorplan: 9.994 / 12.49 / 109.6 / 11560
3_3_place_gp: 10.89 / 10.39 / 339.5 / 19670
3_5_place_dp: 10.90 / 10.38 / 338.1 / 19670
4_1_cts: 10.89 / 10.37 / 340.3 / 19670
5_1_grt: 10.93 / 10.16 / 361.2 / 19690
6_report: 10.88 / 10.25 / 345.8 / 19710
cells in the final DEF (no fill, tap or decap), types with 23 or more instances in the layout:
master / netlist / final
a21oi_1: 158 / 158
nor2_1: 109 / 108
nor4_1: 41 / 39
or4_1: 41 / 40
mux2_2: 24 / 24
a31oi_1: 41 / 41
o21ai_0: 116 / 116
o211ai_1: 27 / 27
nand4_1: 47 / 47
a211oi_1: 23 / 23
xor2_1: 57 / 57
a22oi_1: 34 / 34
nor3_1: 35 / 31
buf_4: 0 / 86
a221o_1: 37 / 37
a221oi_1: 74 / 74
nand2_1: 250 / 249
and2_1: 25 / 23
o22ai_1: 40 / 40
xnor2_1: 73 / 73
clkdlybuf4s50_1: 0 / 697
nand3_1: 111 / 109
cells by family after synthesis:
family                     Yosys count
AOI/OAI and AO/OA                  738
xor gates and xnor gates           130
adders and majority gates            5
buffers and inverters              223
muxes                               41
and+or+nand+nor                    766
critical path, delay by kind of cell:
family                    cells  cell delay, ns
buffers and inverters         4            1.79
and+or+nand+nor               3            1.30
AOI/OAI and AO/OA             2            1.19
xor gates and xnor gates      1            0.28
final timing paths:
kind | start | endpoint | slack [ns] | cells past startpoint
worst max-delay path | rs1_IDC[1] | forward_rs1_data[35] | 10.25 | 10
worst min-delay path | alu_result_EXA[56] | forward_rs1_data[56] | 10.88 | 4
report_power, final:
group,switching (uW),total (uW),internal [uW],leakage (uW)
registers,0,0,0,0
logic,182,346,164,0.00643
clock network,0,0.0000000217,-0.0000000728,0.0000000945
total,182,346,164,0.00643
Power is estimated from default activity; no workload was simulated.
